==> design/flow/design.v <==
module Clock_divider(clock_in,clock_out
    );
input clock_in;  
output clock_out;  
reg[27:0] counter=28'd0;
parameter DIVISOR = 28'd2;
always @(posedge clock_in)
begin
 counter <= counter + 28'd1;
 if(counter>=(DIVISOR-1))
  counter <= 28'd0;
end
assign clock_out = (counter<DIVISOR/2)?1'b0:1'b1;
endmodule
==> design/flow/run.sh <==
#!/bin/bash
# OpenROAD 26Q1-2900-gdf79404cd8, Yosys 0.63+post, stock flow scripts
make -C /OpenROAD-flow-scripts/flow DESIGN_CONFIG=/design/flow/config.mk WORK_HOME=/design/flow/orfs finish
==> design/flow/config.mk <==
export PLATFORM = sky130hd
export DESIGN_NAME = Clock_divider
export DESIGN_NICKNAME = Clock_divider
export VERILOG_FILES = /design/flow/design.v
export SDC_FILE = /design/flow/constraint.sdc
export NUM_CORES = 4
export LEC_CHECK = 1
export CORE_AREA = 10 10 90 90
export DIE_AREA = 0 0 100 100
==> design/flow/constraint.sdc <==
current_design Clock_divider

set clk_period 2.2
set clk_io_pct 0.2

create_clock -name clk0 -period $clk_period [get_ports {clock_in}]

set non_clock_inputs [all_inputs -no_clocks]
set_input_delay [expr $clk_period * $clk_io_pct] -clock clk0 $non_clock_inputs
set_output_delay [expr $clk_period * $clk_io_pct] -clock clk0 [all_outputs]
==> flow_summary.toml <==
# generated from flow reports
[detailed_routing]
detail_route.antenna_diodes = 0
drc_errors = 0
drt_first_pass_iters = 4
detail-route-antenna-nets = 0
routed-via-count = 420
routed_wire_length_per_instance_um = 5.613
post_drt_via_cell_ratio = 2.500
drt_first_iter_violations = 14
totalWireLength_um = 943

[clock_tree]
clkSinkCount = 28
worst_skew_pair.late_latency_ps = 260
tritoncts = "built"
cts_inserted_buffers = 3
clkTransAtPathRegs_ps = 80
cts-root-buf = "sky130_fd_sc_hd__clkbuf_8"
cts_max_level = 1
cts_hold_buf = 0
ctsLongestPathBuffers = 2

[synthesis]
post_synth_inst_count = 52
top_area_cell = "sky130_fd_sc_hd__dfxtp_1"
avgSynthCellArea_um2 = 14.39
netlist_area_um2 = 748.2
synth_stat.cells = 52
enable_flop_cells = 0
ys_async_sr_fraction = 0
synth_chip_area_um2 = 748.2
synth_dominant_cell_count = "sky130_fd_sc_hd__dfxtp_1"
synthTopCellsByArea = "sky130_fd_sc_hd__dfxtp_1 75%, sky130_fd_sc_hd__nor4_2 6.7%, sky130_fd_sc_hd__ha_1 5.0%, sky130_fd_sc_hd__nor4b_1 2.3%, sky130_fd_sc_hd__nor2b_1 1.7%"
top_cell_area_share = 0.7492
yosysSeqAreaShare = 0.7492
yosysWarnings = 1
list_of_most_frequent_post_synthesis_cells = "28 x sky130_fd_sc_hd__dfxtp_1, 4 x sky130_fd_sc_hd__nor4_2, 3 x sky130_fd_sc_hd__ha_1"
postSynthRegisterBits = 28
synthFlopType = "sky130_fd_sc_hd__dfxtp_1"
synthDistinctLibCells = 15

[final_layout]
utilization = 0.1768
largest_reg_flops = 28
reg.largest.list = "counter: 28 flops"
final_cells = 168
area_delta_synth_final_pct = 48.33
largest_register = "counter"
post_route_cells_drive_above_1_share = 0.2857
post-route-cell-area_um2 = 1110

[critical_path]
timing.critical_path.arrival_ps = 2220
critPathMaxFanout = 3
start_kind = "flop"
endpoint_type_of_the_worst_setup_path = "flop"
crit_type = "reg -> reg"
required_ps = 2380

[placed_design]
total_of_buffers_placed_on_input_and_output_ports = 1
dp_wirelength_um = 575.5
placement.cell_area_um2 = 952.2
routabilityCongestion = 0.6890
placed_cells_incl_taps = 155

[final_timing]
fmax_mhz = 490.5
setup-violations-final = 0
finalCriticalPeriod_ps = 2039
finalHoldViolCount = 0
final.setup_skew_ps = 2.007
finalCritPeriodShare = 0.9267
finalSetupTns_ps = 0
grt_setup_unrepaired = "false"
finalMaxSlewViolations = 0

[grt]
gr-total-overflow = 0
grt_pass1_wl_mm = 1.628
grt_usage = 0.01872
maximum_number_of_pins_on_one_net_before_global_route_repair = 16
grt_pass1_vias = 403
grt_antenna_before_repair = 0

[run_status]
outcome = "completed"

[floorplan]
ioPinCount = 2
row_count = 29
die_width_um = 100
die-area_um2 = 10000
die_y_um = 100
fp-utilization = 0.1192
core_area_um2 = 6277

[run]
cap_violations = 0
number_of_openroad_warnings = 27

[power_and_ir_drop]
worst_ir_drop_vdd_uv = 479.5
p_per_area_nw_per_um2 = 761.8
totalPowerFinal_mw = 0.8454
power.leakage_nw = 0.4469

[worst_hold_path]
min-delay-path-class = "reg -> reg"
-- placed cells by master, fill, tap and decap left out --
cell | Yosys | final
sky130_fd_sc_hd__dfxtp_1 | 28 | 26
sky130_fd_sc_hd__conb_1 | 1 | 25
sky130_fd_sc_hd__buf_4 | 0 | 10
sky130_fd_sc_hd__nor4_2 | 4 | 5
sky130_fd_sc_hd__clkbuf_8 | 0 | 4
sky130_fd_sc_hd__inv_2 | 0 | 2
sky130_fd_sc_hd__nor3_1 | 2 | 2
sky130_fd_sc_hd__nor2b_1 | 2 | 2
sky130_fd_sc_hd__ha_1 | 3 | 2
sky130_fd_sc_hd__dfxtp_2 | 0 | 2
sky130_fd_sc_hd__nand4_1 | 1 | 1
sky130_fd_sc_hd__nor4_1 | 2 | 1
sky130_fd_sc_hd__nor4b_4 | 0 | 1
sky130_fd_sc_hd__nand3_1 | 1 | 1
sky130_fd_sc_hd__or2_1 | 1 | 1
sky130_fd_sc_hd__nand2b_1 | 1 | 1
sky130_fd_sc_hd__a21oi_1 | 1 | 1
sky130_fd_sc_hd__nor3b_1 | 1 | 1
sky130_fd_sc_hd__nor4b_2 | 0 | 1
sky130_fd_sc_hd__ha_2 | 0 | 1
sky130_fd_sc_hd__dlymetal6s2s_1 | 0 | 1
-- critical path, cell delays in order, from the launching register on --
cell and delay (ps):
sky130_fd_sc_hd__dfxtp_2 330, sky130_fd_sc_hd__inv_2 50, sky130_fd_sc_hd__ha_2 150, sky130_fd_sc_hd__nor4b_4 180, sky130_fd_sc_hd__nand3_1 150, sky130_fd_sc_hd__buf_4 160
sky130_fd_sc_hd__buf_4 120, sky130_fd_sc_hd__buf_4 120, sky130_fd_sc_hd__buf_4 120, sky130_fd_sc_hd__buf_4 120, sky130_fd_sc_hd__buf_4 120, sky130_fd_sc_hd__buf_4 140
sky130_fd_sc_hd__nor4_2 180
-- worst paths after layout --
kind                                 start         end  slack (ps)  depth (start not counted)
worst min register to register  counter[0]  counter[0]         540                          2
worst min-delay path            counter[0]  counter[0]         540                          2
worst max register to register  counter[1]  counter[0]         160                         12
worst max-delay path            counter[1]  counter[0]         160                         12
-- kinds of logic (layout without fill, tap and decap cells) --
| logic type | count (synthesis) | in the layout | synth area share |
|---|---|---|---|
| AND/OR/NAND/NOR | 17 | 17 | 0.1789 |
| AND-OR/OR-AND | 1 | 1 | 0.006683 |
| adder cells (fa/ha/maj) | 3 | 3 | 0.05017 |
| other | 1 | 25 | 0.005012 |
| flip-flops | 28 | 28 | 0.7492 |
| buffers and inverters | 2 | 17 | 0.01004 |
-- per-layer routing --
metal  global-route usage  wire length (um)  vias up
met5                    0                 0        -
met4             0.004348                27        0
met3             0.004164                27        2
met2              0.03036               391        7
met1              0.02494               497      182
li1                     -                 -      229
-- power by group --
group | internal [mW] | switching (mW) | leakage, nW
clock network | 0.159 | 0.135 | 0.0288
logic | 0.00418 | 0.00524 | 0.182
registers | 0.531 | 0.0103 | 0.236
total | 0.695 | 0.151 | 0.447
-- per-stage QoR --
step / hold WS [ps] / setup slack, ps
after floorplan: 460.7 / 718.1
after global placement: 473.1 / 281.3
after detailed placement: 497.9 / 202.1
after CTS: 454.3 / 4.316
after global routing: 567.6 / 31.09
final: 541.3 / 161.3
-- what timing repair did --
action,in CTS,in global routing
endpoints found under the setup margin,1,4
gates resized,3,7
cloned,0,0
pin swaps,2,2
setup buffers,8,2
-- cell type report --
class,count,area (um^2)
clock buffers,4,55.05
fillers,669,5167
flip-flops and latches,28,563.0
repair buffers,11,87.58
inverters,2,7.507
multi-input cells,46,300.3
well taps,77,96.34
Power figures rest on the tool's default switching activity, not on a simulated workload.
