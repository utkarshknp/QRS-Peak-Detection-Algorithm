==> /design/flow/design.v <==
`timescale 1ns / 1ps
module DF_Th_module(input [15:0]cd3,input clk3, output reg enable,output reg [15:0] maxval);
reg [15:0]tempval=0;
integer count=0;
always @(posedge clk3)
begin
    if(count==8)	 
    begin
        count=0;
        enable=1'b1;
        maxval=tempval;
    end
    else
    begin
        count=count+1;
        if(cd3>tempval)
            tempval=cd3;
    end
end
endmodule
module dfblock(input clk3, input [15:0] cd_3_iht, output  [31:0] addr_max_s);
wire [15:0] maxval;
wire enable;
DF_Th_module th(.cd3(cd_3_iht),.clk3(clk3),.enable(enable),.maxval(maxval));
DF_QRS_f qrsf(.clk3(clk3),.enable(enable),.maxval(maxval),.cd3(cd_3_iht),.addr_temp(addr_max_s));
endmodule
`timescale 1ns / 1ps
module DF_QRS_f(input clk3,input enable,input [15:0]maxval,input [15:0]cd3,output reg [31:0] addr_temp);
reg [15:0]threshold=0;
reg [3:0]counter=4'b0000;
reg [28:0] location=0;
always @(posedge clk3)
begin
    location=location+1'b1;
    if(enable)
    begin
        threshold={1'b0,maxval[15:1]};
        if(counter==4'b0000)
        begin
            if(cd3>maxval)
            begin
                 counter=counter+1'b1;
                 addr_temp={location,3'b0} ;
            end
        end
        else
        begin
            if(counter==4'b1010)
                counter=4'b0000;        
            else
                counter=counter+1'b1;
        end
    end
end
endmodule
==> /design/flow/run.sh <==
#!/bin/bash
# OpenROAD 26Q1-2900-gdf79404cd8, Yosys 0.63+post, stock flow scripts
make -C /OpenROAD-flow-scripts/flow DESIGN_CONFIG=/design/flow/config.mk WORK_HOME=/design/flow/orfs finish
==> /design/flow/config.mk <==
export PLATFORM = sky130hd
export DESIGN_NAME = dfblock
export DESIGN_NICKNAME = dfblock
export VERILOG_FILES = /design/flow/design.v
export SDC_FILE = /design/flow/constraint.sdc
export NUM_CORES = 4
export LEC_CHECK = 1
export CORE_UTILIZATION = 50
==> /design/flow/constraint.sdc <==
current_design dfblock

set clk_period 5.5
set clk_io_pct 0.2

create_clock -name clk0 -period $clk_period [get_ports {clk3}]

set non_clock_inputs [all_inputs -no_clocks]
set_input_delay [expr $clk_period * $clk_io_pct] -clock clk0 $non_clock_inputs
set_output_delay [expr $clk_period * $clk_io_pct] -clock clk0 [all_outputs]
==> ci_impl_report.md <==
## Implementation flow summary

| Metric | Value |
|---|---|
| DR pass1 iterations | `4` |
| CTS buffer count | `17` |
| Cell area leaders | `edfxtp_1, dfxtp_1, ha_1, xnor2_1, xor2_1` |
| Initial antenna violation count | `0` |
| Routability cong. | `slightly above 0.8` |
| Worst Setup Path Type | `input port to flop` |
| WL/cell | `around 14 um` |
| Flop-to-flop setup slack | `roughly 2800 ps` |
| Max-Cap Viols | `0` |
| Post-route ant nets | `0` |
| Max incr delay on CP | `540 ps` |
| Yosys stat cell total | `roughly 440` |
| # setup viols final | `0` |
| Post-synth EDFFs | `roughly 65` |
| Hold-fix buffers, CTS | `0` |
| Io pins | `between 40 and 50` |
| CP cell instances | `clkdlybuf4s50_1 -> ha_1 -> nand4_1 -> nor4_1 -> a21boi_0 -> nor4_1 -> nor3b_2 -> buf_4` |
| Final hold slack | `447 ps` |
| Area delta synth->final | `22.7%` |
| Hold Crit Endpoint | `th.maxval[14]` |
| Grt total ovfl | `0` |
| Run status | `finished clean` |
| DIE AREA | `between 10000 and 15000 um2` |
| Via count | `3291` |
| Type of origin of the critical path | `input port` |
| Clock root buffer | `clkbuf_8` |
| Final hold vios | `0` |
| Via count of the first global-routing pass | `about 3300` |
| Clk sink count | `between 100 and 150` |
| Layout cells sized above 1 | `0.100` |
| Maximum clock path buffer count | `2` |
| Warnings, synthesis | `2` |
| Cells on worst reg2reg path | `8` |
| Post-Route Setup TNS | `0 ps` |
| Fp util | `0.520` |
| Static leakage | `2.63 nW` |
| Clock transition at path regs | `around 50 ps` |
| Slowest-stage cell, CP | `nor4_1` |
| Iter 0 DRT Violations | `around 95` |
| Hold path start | `th.tempval[14]` |
| Chip Width | `approximately 110 um` |
| Fmax | `around 290 MHz` |
| Yosys stat area | `between 5000 and 6000 um2` |
| Skew final | `about 11 ps` |
| First-pass GRT wire length | `between 15 and 20 mm` |
| MI comb area | `2070 um2` |
| CTS tree | `done` |
| WP data required | `around 5700 ps` |
| RSZ-0062 raised after global routing | `false` |
| H-tree depth | `4` |
| Ys flops | `126` |
| Synth Flop Type | `edfxtp_1` |
| Core Footprint | `~10000 um2` |
| Post-Syn Area | `about 5400 um2` |
| Area leader share | `0.362` |
| Worst Setup End Kind | `flop` |
| Min cycle time layout | `around 3400 ps` |
| IO Port Bufs | `about 45` |
| Number of diodes | `0` |
| Worst r2r src | `th.maxval[15]` |
| Power per cell area | `around 350 nW/um2` |
| Cts repair resizes | `0` |
| Fill cell count | `a little under 800` |
| Post-DP HPWL | `between 6 and 7 mm` |
| Total track usage | `0.182` |
| Synth cell types | `around 42` |
| Die Ht | `between 100 and 150 um` |
| Final Slew Violations | `0` |
| Worst slack, placed | `between 1500 and 2000 ps` |
| Max-slew headroom | `0.578` |
| Async S/R FF share, synth | `0` |
| Register area share after synthesis | `0.589` |
| Hold/Removal Path Class | `flop to flop` |
| Worst Hold Path Cells | `0` |
| Worst-path fanout max | `29` |
| Critical R2R Capture | `qrsf.addr_temp[9]` |
| Routed WL | `a little under 9 mm` |
| Rows | `37` |
| Setup bufs post-CTS | `0` |
| Tcrit/Tclk final | `0.624` |
| Critical path's most frequent cell | `nor4_1` |
| Peak supply drop | `around 0.28 mV` |
| Sequential cell area | `3170 um2` |
| Clock latency on the worst-skew pair | `about 510 ps` |
| DRC Markers | `0` |
| Syn Inst Count | `between 400 and 500` |
| Arrival time at the worst endpoint | `between 3000 and 4000 ps` |
| Setup ws final | `between 2000 and 2500 ps` |
| Largest net degree at the start of global routing | `30` |
| Worst slew pin tran | `between 600 and 700 ps` |
| Tool warnings | `28` |
| Vias/cell | `approximately 5` |
| Mean Syn Cell Area | `about 12 um2` |
| Cell taking the most area after synthesis | `edfxtp_1` |
## report_power, final
group | switching [mW] | internal [mW] | total (mW) | leakage [nW]
Clock | 0.366 | 0.693 | 1.06 | 0.294
Sequential | 0.0291 | 1.05 | 1.08 | 1.13
Combinational | 0.0860 | 0.0880 | 0.174 | 1.21
Total | 0.481 | 1.84 | 2.32 | 2.63
## state kept, by name (all words and copies together), names as in the netlist
name            flops
th.tempval         16
qrsf.addr_temp     29
qrsf.location      29
th.maxval          16
th.count           32
qrsf.counter        4
## metrics by stage
stage          power (mW)   util  instances  cell area [um2]
2_1_floorplan        1.20      -        442             5400
3_3_place_gp         1.27  0.581        622             6030
3_5_place_dp         1.28  0.581        622             6030
4_1_cts              2.34  0.638        654             6620
5_1_grt              2.42  0.638        654             6620
6_report             2.32  0.638        654             6620
## metal layers
| layer | GRT usage | vias to the layer above | share of wire |
|---|---|---|---|
| li1 | - | 1690 | - |
| met1 | 0.299 | 1545 | 0.49 |
| met5 | 0 | - | 0 |
| met2 | 0.266 | 52 | 0.45 |
| met4 | 0.0258 | 0 | 0.0085 |
| met3 | 0.0517 | 4 | 0.046 |
## worst max-delay path, delay by kind of cell
family,cells,cell delay [ps]
fa+ha+maj,1,340
simple gates,4,1060
buf+inv,2,850
compound gates,1,240
## cell families (layout without fill, tap and decap cells)
logic type | count (synthesis) | in the layout | synth area share
and+or+nand+nor | 149 | 149 | 0.167
DFF | 126 | 126 | 0.589
xor gates and xnor gates | 58 | 58 | 0.0942
buffers and inverters | 43 | 119 | 0.0323
adders and majority gates | 38 | 38 | 0.0882
AOI/OAI and AO/OA | 24 | 24 | 0.0265
other | 1 | 3 | 0.000696
muxes | 1 | 1 | 0.00209
## synth_stat cells, types with 4 or more instances
cell	number
and2_1	5
and3_1	9
nor4_1	9
o21ai_0	4
nor3_1	9
ha_1	38
nand4_1	14
nand2_1	30
inv_1	39
xnor2_1	39
nor2b_1	4
nor2_1	16
nand3_1	26
edfxtp_1	65
a21oi_1	12
xor2_1	19
dfxtp_1	61
## final cells by class
cell class	instances	area share
flip-flops and latches	126	0.480
multi-input cells	273	0.312
clock buffers	29	0.0866
repair buffers	48	0.0715
well taps	136	0.0257
inverters	39	0.0221
clock inverters	3	0.00227
## worst max path at each step
stage | from | end | slack (ps) | depth (start not counted)
4_1_cts | cd_3_iht[15] | qrsf.addr_temp[9] | 2090 | 8
5_1_grt | cd_3_iht[15] | qrsf.addr_temp[21] | 1860 | 8
6_report | cd_3_iht[15] | qrsf.addr_temp[9] | 2070 | 8
## cells in the final DEF (no fill, tap or decap), types with 3 or more instances in the layout
cell type,count
clkdlybuf4s50_1,45
clkinv_2,3
and4_1,3
clkbuf_1,4
xor2_1,19
a21oi_1,12
inv_1,39
nand4_1,14
nor2b_1,4
and3_1,9
nor4_1,9
o21ai_0,4
xnor2_1,39
clkbuf_8,6
nor2_1,16
nor3_2,4
nor3_1,7
nand2_1,30
nor4_2,3
nand4_4,3
buf_4,3
and2_1,5
nand3_1,26
ha_1,38
a21o_1,3
clkbuf_16,19
conb_1,3
edfxtp_1,65
dfxtp_1,61
Power and IR drop assume default switching activity.
